### /design/flow/run.sh
#!/bin/bash
# OpenROAD 26Q1-2900-gdf79404cd8, Yosys 0.63+post, stock flow scripts
make -C /OpenROAD-flow-scripts/flow DESIGN_CONFIG=/design/flow/config.mk WORK_HOME=/design/flow/orfs finish
### /design/flow/config.mk
export PLATFORM = sky130hd
export DESIGN_NAME = Lab7_Master_Top
export DESIGN_NICKNAME = Lab7_Master_Top
export VERILOG_FILES = /design/flow/design.v
export SDC_FILE = /design/flow/constraint.sdc
export NUM_CORES = 4
export LEC_CHECK = 1
export CORE_UTILIZATION = 40
### /design/flow/constraint.sdc
current_design Lab7_Master_Top

set clk_period 3.2
set clk_io_pct 0.2

create_clock -name clk0 -period $clk_period [get_ports {CLK100MHZ}]

set non_clock_inputs [all_inputs -no_clocks]
set_input_delay [expr $clk_period * $clk_io_pct] -clock clk0 $non_clock_inputs
set_output_delay [expr $clk_period * $clk_io_pct] -clock clk0 [all_outputs]
### /design/flow/design.v
module Lab7_Master_Top(
    input CLK100MHZ,         
    input [15:0] SW,         
    output [15:0] LED,       
    output [6:0] SEG,        
    output [7:0] AN,         
    output LED16_R,          
    output LED16_G,          
    output LED16_B,          
    output [1:0] JA          
    );
    led_blinker p1 (
        .clk(CLK100MHZ),
        .led(LED[0])
    );
    wire clk_10k_signal;  
    clock_10kHz p2_gen (
        .clk_100MHz(CLK100MHZ),
        .clk_10kHz(clk_10k_signal)
    );
    assign LED[1] = clk_10k_signal;  
    assign LED[2] = CLK100MHZ;       
    assign LED[3] = 1'b1;            
    assign JA[0]  = clk_10k_signal;  
    assign JA[1]  = 1'b0;            
    phone_number_disp p3 (
        .clk(CLK100MHZ),
        .seg(SEG),
        .an(AN)
    );
    rgb_pwm p4 (
        .clk(CLK100MHZ),
        .sw(SW[11:0]),
        .led_r(LED16_R),
        .led_g(LED16_G),
        .led_b(LED16_B)
    );
    assign LED[15:4] = 0;
endmodule
module clock_10kHz(
    input clk_100MHz,
    output reg clk_10kHz = 0
    );
    reg [13:0] counter = 0;  
    always @(posedge clk_100MHz) begin
        if (counter >= 4999) begin  
            counter <= 0;
            clk_10kHz <= ~clk_10kHz;  
        end else begin
            counter <= counter + 1;
        end
    end
endmodule
module led_blinker(
    input clk,        
    output reg led    
    );
    reg [28:0] counter = 0;
    always @(posedge clk) begin
        if (counter >= 299999999) begin
            counter <= 0;  
        end else begin
            counter <= counter + 1;
        end
        if (counter < 200000000)
            led <= 1'b1;
        else
            led <= 1'b0;
    end
endmodule
module phone_number_disp(
    input clk,
    output reg [6:0] seg,    
    output reg [7:0] an      
    );
    reg [16:0] refresh_counter = 0;
    wire [2:0] digit_select;
    always @(posedge clk) begin
        refresh_counter <= refresh_counter + 1;
    end
    assign digit_select = refresh_counter[16:14]; 
    always @(*) begin
        case (digit_select)
            3'b000: an = 8'b01111111;  
            3'b001: an = 8'b10111111;  
            3'b010: an = 8'b11011111;  
            3'b011: an = 8'b11101111;  
            3'b100: an = 8'b11110111;  
            3'b101: an = 8'b11111011;  
            3'b110: an = 8'b11111101;  
            3'b111: an = 8'b11111110;  
        endcase
    end
    reg [3:0] number_to_display;
    always @(*) begin
        case (digit_select)
            3'b000: number_to_display = 4'd8; 
            3'b001: number_to_display = 4'd6;
            3'b010: number_to_display = 4'd7;
            3'b011: number_to_display = 4'd10;  
            3'b100: number_to_display = 4'd5;
            3'b101: number_to_display = 4'd3;
            3'b110: number_to_display = 4'd0;
            3'b111: number_to_display = 4'd9;
        endcase
    end
    always @(*) begin
        case (number_to_display)
            4'd0: seg = 7'b1000000;  
            4'd1: seg = 7'b1111001;  
            4'd2: seg = 7'b0100100;  
            4'd3: seg = 7'b0110000;  
            4'd4: seg = 7'b0011001;  
            4'd5: seg = 7'b0010010;  
            4'd6: seg = 7'b0000010;  
            4'd7: seg = 7'b1111000;  
            4'd8: seg = 7'b0000000;  
            4'd9: seg = 7'b0010000;  
            4'd10: seg = 7'b0111111;  
            default: seg = 7'b1111111;  
        endcase
    end
endmodule
module rgb_pwm(
    input clk,           
    input [11:0] sw,     
    output reg led_r,
    output reg led_g,
    output reg led_b
    );
    wire clk_10k;
    clock_10kHz clk_gen (.clk_100MHz(clk), .clk_10kHz(clk_10k));
    reg [4:0] pwm_ctr = 0;
    always @(posedge clk_10k) begin
        pwm_ctr <= pwm_ctr + 1;
        if (pwm_ctr < 16 && pwm_ctr < sw[3:0])
            led_r <= 1'b1;
        else
            led_r <= 1'b0;
        if (pwm_ctr < 16 && pwm_ctr < sw[7:4])
            led_g <= 1'b1;
        else
            led_g <= 1'b0;
        if (pwm_ctr < 16 && pwm_ctr < sw[11:8])
            led_b <= 1'b1;
        else
            led_b <= 1'b0;
    end
endmodule
==> flow_summary.toml <==
# implementation run metrics
[run_status]
status = "complete, no violations"

[pwr]
switching_power_uw = 397.3
power_density_nw_per_um2 = 405.4
sequentialPowerShare_pct = 52.2
cellLeakagePower_uw = 0.001781
internal_power_uw = 1490
max-vdd-ir-drop_mv = 0.2315
sw_frac_of_total_pct = 21.06
comb_power_share_pct = 2.7
pwr-share-clk_pct = 45.1

[worst_setup_path]
path_class = "flip-flop to output pin"
crit_path_cell_trace = "inv_1 > ha_1 > inv_1 > o21ai_1 > a31oi_1 > o21ai_1 > clkdlybuf4s50_1"
worstPathMaxFanout = 8
r2r-end = "p1.counter[26]"
worstSetupEndpoint = "SEG[0]"
worstRegToRegCells = 6
r2r-start = "p1.counter[0]"
worstSetupStartpoint = "p3.refresh_counter[15]"
cp-end-kind = "output pin"
crit_required_ps = 2560
slowest_delay_ps = 470
arrival_ps = 2380
cpMaxStageDelayCell = "clkdlybuf4s50_1"
rrSetupSlack_ps = 1420
cp-start-kind = "flip-flop"

[synth]
ys_cells = 451
synth_seq_share_pct = 42.87
syn_area_um2 = 4016
largest_area_cell = "dfxtp_1"
synth-edff-count = 2
numSynthFlops = 85
synth-main-ff-cell = "dfxtp_1"
common_cells = "dfxtp_1 (83), nor2_1 (77), xnor2_1 (39), nand2_1 (32), nand3_1 (30)"
yosysWarningCount = 4
top_cell = "dfxtp_1"
syn_inst = 451
synth_cell_types = 44
yosys.area.top_type_share_pct = 41.37
top_cells_by_area = "dfxtp_1 (41%), xnor2_1 (8.5%), nor2_1 (7.2%)"
yosys_area_um2 = 4016
async_flop_share_pct = 0
syn_avg_cell_area_um2 = 8.905

[final_layout]
area_growth_pct = 15.89
drive_gt1_share_pct = 6.680
fillCellCount = 922
fin_cells = 627

[sta]
relSlewSlack_pct = 54.94
finalMaxSlewViolations = 0
worstMarginPinSlew_ps = 667.2
finalSetupViolCount = 0
unclocked_pins = 8
min_period_over_period_pct = 94.35
finalCriticalPeriod_ps = 3019
untimed_endpoints = 11
worst_slack_ps = 180.7
fmax_ghz = 0.3312
clock_skew_ps = 12.91
finalHoldViolCount = 0

[global_routing]
grt_pass1_vias = 2561
grt_pass1_wl_um = 10900
antenna_found_initial = 0
grtUsageTotal_pct = 13.25
grt_overflow = 0
grt_max_degree = 29

[die]
die_height_um = 102.2
dieArea_um2 = 10450
coreArea_um2 = 9774
pin_count = 53
rows = 36
die_w_um = 102.2
initial_core_util_pct = 41.09

[clocking]
cts_hold_buf = 0
clock_latency_ps = 460
tritoncts = "yes"
clk_pin_slew_worst_paths_ps = 80

[route]
drcViolationCount = 0
routed_wl_um = 6481
viasPerCell = 4.684
drt_iter0_drc = 81
antenna_left = 0
dr.pass1.iters = 4
wl_per_cell_um = 10.34
vias = 2937
n_antenna_cell = 0

[flow_run]
warnings = 34
max_cap_viol_count = 0

[hold_path]
min_path_type = "flip-flop to flip-flop"
holdCritStartpoint = "p3.refresh_counter[0]"

[place]
routabilityCongestion = 0.8016
place_inst = 608
pre_cts_slack_ps = 391.3
dp_hpwl_um = 4407
io_buffers = 34
==> timing repair <==
item                                    CTS  global route
gates cloned                              0             0
endpoints found under the setup margin    6             6
gates resized                             4             8
buffers inserted                          0             0
==> power groups by stage <==
| stage | Combinational, µW | Sequential (µW) | Clock, µW |
|---|---|---|---|
| 6_report | 51.7 | 984 | 851 |
| 5_1_grt | 61.7 | 986 | 931 |
| 4_1_cts | 52.9 | 984 | 885 |
==> cell families after synthesis <==
| family | count (synthesis) | share of synthesized area, % |
|---|---|---|
| compound gates | 34 | 5.794 |
| buf+inv | 47 | 6.666 |
| fa+ha+maj | 20 | 6.231 |
| other cells | 2 | 0.1870 |
| xor+xnor | 66 | 14.39 |
| mux | 1 | 0.2492 |
| simple gates | 196 | 23.61 |
| flops | 85 | 42.87 |
==> worst min-delay path by stage <==
stage                      endpoint  cells past startpoint
CTS           p3.refresh_counter[0]                      1
global route  p3.refresh_counter[0]                      1
finish        p3.refresh_counter[0]                      1
==> layout make-up <==
class	count	area [µm²]	area share, %
Multi-Input combinational cell	333	2092	44.95
Sequential cell	85	1728	37.12
Timing Repair Buffer	33	330.3	7.097
Clock buffer	15	192.7	4.140
Tap cell	133	166.4	3.575
Inverter	23	86.33	1.855
Clock inverter	5	58.81	1.263
==> worst max-delay path, delay by kind of cell (launching register included) <==
family,cells,cell delay [ps]
DFF,1,410
adders and majority gates,1,300
buffers and inverters,3,600
AOI/OAI and AO/OA,3,630
==> stage by stage <==
step | utilization, % | area, µm² | hold slack (ps) | total power, µW | TNS [ps]
2_1_floorplan | - | 4069 | 379.1 | 1063 | 0
3_3_place_gp | 44.96 | 4394 | 393.6 | 1079 | 0
3_5_place_dp | 44.96 | 4394 | 399.8 | 1080 | 0
4_1_cts | 47.47 | 4639 | 422.1 | 1922 | 0
5_1_grt | 47.62 | 4654 | 453.6 | 1978 | -7.389
6_report | 47.62 | 4654 | 418.4 | 1887 | 0
==> state kept, by name (all words and copies together), names as in the netlist <==
register	flops
p4.clk_gen.counter	14
p4.led_b	1
p1.counter	29
p4.pwm_ctr	5
p4.led_g	1
p2_gen.counter	14
p4.led_r	1
p1.led	1
p2_gen.clk_10kHz	1
p3.refresh_counter	17
p4.clk_gen.clk_10kHz	1
==> metal layers <==
layer | global-route usage, % | share of wire [%]
met5 | 0 | 0
met4 | 2.747 | 1.5
met3 | 3.547 | 4.7
met2 | 20.24 | 42
met1 | 19.44 | 51
==> placed cells by master, fill, tap and decap left out, drive strengths merged, types with 14 or more instances in the layout <==
cell type,n
ha,20
inv,24
nand2,33
xnor2,39
nor2,77
clkdlybuf4s50,34
clkbuf,14
xor2,27
dfxtp,83
conb,16
nand3,30
No activity file was given, so power comes from the tool's default toggle rates.
